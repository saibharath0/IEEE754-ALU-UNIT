[flow/design.v]
`timescale 1ns / 1ps
module add_sub(  output reg [31:0]O,
                 input [31:0]A,B,
                 input A_S,
                 input clk
              );
reg [7:0]exp_dif;
reg [7:0]explar;
reg [23:0]montissa_1,montissa_2;
reg [24:0]result;
reg [23:0]result1;
reg [4:0]i;
reg [4:0]shift=0;
reg [4:0]count=0;
always@( posedge clk) begin
   if( A[31]^B[31]^A_S== 0) begin
       montissa_1 = {1'b1,A[22:0]};
       montissa_2 = {1'b1,B[22:0]};
       if(A[30:23]>B[30:23]) exp_dif=A[30:23]-B[30:23];
       else exp_dif=B[30:23]-A[30:23];
       if(A[30:23]>B[30:23]) montissa_1=montissa_1;
       else montissa_1 = montissa_1>>exp_dif;
       if(B[30:23]>A[30:23]) montissa_2=montissa_2;
       else montissa_2 = montissa_2>>exp_dif;
       result = montissa_1+montissa_2;
       if(result[24]==1)  O[22:0]= result[23:1];
       else O[22:0] = result[22:0];
       if(A[30:23]>B[30:23]) explar = A[30:23];
       else explar = B[30:23];
       if(result[24]==1) O[30:23] = explar + 1;
       else O[30:23] = explar;
       if((~A[31])&(~B[31])&(~A_S)) O[31] = 0;
       else if((~A[31])&(B[31])&(A_S)) O[31] = 0;
       else if((A[31])&(B[31])&(~A_S)) O[31] = 1;
       else if((A[31])&(~B[31])&(A_S)) O[31] = 1;
   end
   if(A[31]^B[31]^A_S== 1) begin
       montissa_1 = {1'b1,A[22:0]};
       montissa_2 = {1'b1,B[22:0]};
       if(A[30:23]>B[30:23]) O[31] = A[31];
       else O[31] = B[31];
       if(A[30:23]>B[30:23]) exp_dif=A[30:23]-B[30:23];
       else exp_dif=B[30:23]-A[30:23];
       if(A[30:23]>B[30:23]) montissa_1=montissa_1;
       else montissa_1 = montissa_1>>exp_dif;
       if(B[30:23]>A[30:23]) montissa_2=montissa_2;
       else montissa_2 = montissa_2>>exp_dif;
       if((A[30:23]>=B[30:23])&(A[22:0]>=B[22:0]))  result1 = montissa_1 - montissa_2;
       else begin result1 = montissa_2 - montissa_1;
                  O[31] = ~O[31];
            end
       count = 0;
       for(i=23;i>0;i=i-1) 
       begin
        if((result1[i]==1)&&(count==0)) begin
          shift = 23-i;
          count = count + 1;
          end
       end
       O[22:0] = result1<<shift;
       if(A[30:23]>B[30:23]) O[30:23] = A[30:23] - shift;
       else O[30:23] = B[30:23] - shift;
   end
end 
endmodule
`timescale 1ns / 1ps
module alu(output  [31:0]op,
                    output  gr,lr,eq,
                    input [31:0]a,
                    input [31:0]b,
                    input clk,
                    input [4:0]opcode
                    );
wire x,y,z;
wire [4:0]operation;
wire [31:0]op1,op2,op3;
control_unit cu(operation,clk,opcode);
add_sub sub_add(op1,a,b,operation[0],operation[1]);
comparator compare(x,y,z,a,b,operation[2]);
div division(op2,a,b,operation[3]);
m2 multiplication(op3,a,b,operation[4]);
assign op = (opcode[1])?op1:(opcode[3]?op2:(opcode[4]?op3:0));
assign {gr,lr,eq} = opcode[2]?{x,y,z}:{1'b0,1'b0,1'b0};
endmodule
`timescale 1ns / 1ps
module comparator(
    output reg gr,
    output reg lr,
    output reg eq,
    input [31:0] A,
    input [31:0] B,
    input clk
    );
reg [31:0]sub;
always@(posedge clk) 
begin
    eq=0;
    gr=0;
    lr=0;
    if(A[31]^B[31]) 
    begin
        gr = ~A[31];
        lr = A[31];
    end
    else 
    begin
        sub = A[30:0]-B[30:0];
        eq=~(|sub);
        if(sub[31]&(~eq)) 
        begin
            gr=A[31];
            lr=~A[31];
        end
        else if(~sub[31]&(~eq))
        begin
            gr=~A[31];
            lr=A[31];
        end
    end    
end
endmodule
`timescale 1ns / 1ps
module control_unit(output [4:0]operation,
                    input clk,
                    input [4:0]opcode
                    );
assign operation[0] = opcode[0];
assign operation[1] = opcode[1]&clk;
assign operation[2] = opcode[2]&clk;
assign operation[3] = opcode[3]&clk;
assign operation[4] = opcode[4]&clk;
endmodule
`timescale 1ns / 1ps
module div( output reg [31:0] O,
    input [31:0] N,
    input [31:0] D,
    input clk
    );
reg [23:0]mon_n,mon_d;
reg [26:0]d2; 
reg [26:0]onez = 27'd67108864;  
reg [26:0]sub[8:1];
reg [2:0]factor;
always @(posedge clk)
begin
    O[31]=N[31]^D[31];
    mon_n = {1'b1,N[22:0]};
    mon_d = {1'b1,D[22:0]};
    sub[1][26:0]=onez-1*mon_d;
    sub[2][26:0]=onez-2*mon_d;
    sub[3][26:0]=onez-3*mon_d;
    sub[4][26:0]=onez-4*mon_d;
    sub[5][26:0]=onez-5*mon_d;
    sub[6][26:0]=onez-6*mon_d;
    sub[7][26:0]=onez-7*mon_d;
    sub[8][26:0]=onez-8*mon_d;
    if(sub[1][26]==1) factor = 0;
    else if(sub[2][26]==1) factor = 1;
    else if(sub[3][26]==1) factor = 2;
    else if(sub[4][26]==1) factor = 3;
    else if(sub[5][26]==1) factor = 4;
    else if(sub[6][26]==1) factor = 5;
    else if(sub[7][26]==1) factor = 6;
    else if(sub[8][26]==1) factor = 7;
    d2=factor*mon_d;
    if(d2[26]) 
    begin
        O[22:0]=d2[25:3]; 
        O[30:23] = N[30:23]-D[30:23]+127;
    end
    else if(d2[25]) 
    begin 
        O[22:0]=d2[24:2]; 
        O[30:23] = N[30:23]-D[30:23]+127-1;
    end
    else if(d2[24])
    begin 
        O[22:0]=d2[23:1]; 
        O[30:23] = N[30:23]-D[30:23]+127-2;
    end
    else 
    begin 
        O[22:0]=d2[22:0];
        O[30:23] = N[30:23]-D[30:23]+127-3;
    end
end
endmodule
`timescale 1ns / 1ps
module m2(output reg [31:0]op,
           input [31:0]a,b,
           input clk
           );
    reg [47:0]result;
    reg [23:0]montissa_dum1;
    reg [23:0]montissa_dum2;
    always @(posedge clk) begin
    montissa_dum1 = {1'b1,a[22:0]};
    montissa_dum2 = {1'b1,b[22:0]};
      if((a==0)|(b==0)) begin
           op = 32'd0;
           end
      else begin
           op[31] = a[31]^b[31];
           result = montissa_dum1*montissa_dum2;
           op[22:0] = (result[47]==1)?result[46:24]:result[45:23];
           op[30:23] = (result[47]==1) ? a[30:23]+b[30:23]-127+1 : a[30:23]+b[30:23]-127;
          end
     end
endmodule
[flow/run.sh]
#!/bin/bash
# OpenROAD 26Q1-2900-gdf79404cd8, Yosys 0.63+post, stock flow scripts
make -C /OpenROAD-flow-scripts/flow DESIGN_CONFIG=/design/flow/config.mk WORK_HOME=/design/flow/orfs finish
[flow/config.mk]
export PLATFORM = sky130hd
export DESIGN_NAME = alu
export DESIGN_NICKNAME = alu
export VERILOG_FILES = /design/flow/design.v
export SDC_FILE = /design/flow/constraint.sdc
export NUM_CORES = 4
export LEC_CHECK = 1
export CORE_UTILIZATION = 40
[flow/constraint.sdc]
current_design alu

set clk_period 2.7
set clk_io_pct 0.2

create_clock -name clk0 -period $clk_period

set non_clock_inputs [all_inputs -no_clocks]
set_input_delay [expr $clk_period * $clk_io_pct] -clock clk0 $non_clock_inputs
set_output_delay [expr $clk_period * $clk_io_pct] -clock clk0 [all_outputs]
==> job_summary.md <==
## Implementation flow summary

| Metric | Value |
|---|---|
| Sequential fraction of the synthesis area | `6.20%` |
| WP data arrival | `1910 ps` |
| Top Family by Delay on Critical Path | `buffers and inverters` |
| DIE AREA | `0.106 mm²` |
| Crit path max fanout | `8` |
| Sw Pwr | `42.2 mW` |
| Fill cells | `10,409` |
| Non-filler instance count after layout | `6,735` |
| Met2 Wirelength | `66,000 µm` |
| Synth Flop Type | `dfxtp_1` |
| Met3 routed WL | `17,300 µm` |
| Relative slew slack | `34.0%` |
| Post-route DRC | `0` |
| Worst Path Required | `2160 ps` |
| Die W | `325 µm` |
| Port Buffers | `105` |
| Final hold violations | `0` |
| Core Region | `0.104 mm²` |
| Hold depth | `5` |
| First-pass GRT wire length | `232,000 µm` |
| Yosys top cell by area | `fa_1` |
| Hold buffers post-CTS | `0` |
| Synth Instances | `5,400` |
| Crit path cell chain | `dlymetal6s2s_1 -> nor2b_4 -> clkbuf_16 -> a22oi_1 -> o21ai_0 -> clkdlybuf4s50_1` |
| Number of synthesized flops with an enable pin | `37` |
| Maxcap violations | `0` |
| Antenna-violating nets left | `0` |
| Number of setup buffers added after CTS | `0` |
| Worst path max stage delay | `500 ps` |
| Hold Crit Class | `input pin to output pin` |
| Achievable frequency | `0.408 GHz` |
| Grt ovf | `0` |
| Hold_sp | `opcode[1]` |
| P_int | `28.1 mW` |
| Global-route usage over all layers | `30.4%` |
| Iteration-0 DRC Markers | `3,170` |
| Avg Cell Area, Syn | `7.74 µm²` |
| Fin crit share | `90.8%` |
| Endpoints left unconstrained | `117` |
| Sw Ratio | `60.1%` |
| Asr flop ratio synth | `0%` |
| Layout cell share with drive strength beyond 1 | `4.32%` |
| Synth warn | `5` |
| Vias in the first global route | `37,315` |
| Via count | `37,807` |
| Metal-1 WL | `63,700 µm` |
| Least-Margin Pin Slew | `963 ps` |
| Fin crit period | `2450 ps` |
| Top cell area share | `25.9%` |
| Synthesized area | `0.0418 mm²` |
| Setup repair after global routing missed its margin | `false` |
| Top Metal Used | `met5` |
| Chip height | `325 µm` |
| DR pass1 iterations | `6` |
| Sequential cell area | `0.00259 mm²` |
| P per Cell Area | `1580 mW/mm²` |
| Initial Utilization | `40.3%` |
| Cell row count | `118` |
| HPWL after detailed placement | `116,000 µm` |
| Worst VDD drop | `2.83 mV` |
| DR WL/cell | `22.7 µm` |
| # Cells Yosys | `5,400` |
| Final setup violation count | `0` |
| CP Capture Type | `output pin` |
| Count of unclocked register or latch pins | `111` |
| Inst Count DP | `6,730` |
| YS chip area | `0.0418 mm²` |
| Register bit count reported by yosys | `111` |
| Biggest area cells | `fa_1 26%, ha_1 16%, inv_1 7.2%` |
| Initial antenna violation count | `9` |
| I/O pin count | `105` |
| Routed wire length | `153,000 µm` |
| Layout area overhead | `6.43%` |
| Max-slew violation count | `0` |
| Cell leakage power | `21.6 nW` |
| Setup CP Type | `input pin to output pin` |
| Routability cong. | `1.03` |
| WHS Endpoint | `op[8]` |
| Largest net degree at the start of global routing | `73` |
| Tool warnings | `134` |
| CP max-delay cell | `clkdlybuf4s50_1` |
| Distinct lib cells | `95` |
| Worst Path Buf+Inv | `3` |
| CP Launch Type | `input pin` |
| Tot Pwr | `70.3 mW` |
| Drt via density | `5.61` |
| Comb gate area | `0.0353 mm²` |
| Run status | `finished clean` |
[final cells by class]
cell class                      count  share of cell area (%)
Multi-Input combinational cell   4215                    79.3
Inverter                          812                    6.86
Sequential cell                   111                    5.83
Timing Repair Buffer              215                    4.13
Tap cell                         1380                    3.88
Antenna cell                        2                  0.0112
[sequential cells by signal, summed over array words and instances (netlist names)]
signal	flops
compare.lr	1
sub_add.O	32
compare.eq	1
sub_add.shift	5
compare.gr	1
multiplication.op	32
division.factor	7
division.O	32
[layout by cell type, fill, tap and decap left out, types with 12 or more instances in the layout]
cell and count:
inv_1 802, nand2_1 783, fa_1 542, ha_1 533
nor2_1 369, a21oi_1 297, o21ai_0 284, and2_1 220
mux2i_1 105, buf_4 104, xnor2_1 88, clkdlybuf4s50_1 81
dfxtp_1 74, nor3_1 71, a21o_1 57, a22oi_1 55
nand3_1 53, o21a_1 46, xor2_1 42, nand4_1 41
o31ai_1 40, edfxtp_1 37, or3_1 36, nand2b_1 33
conb_1 33, o211ai_1 32, a211oi_1 31, nor2b_1 28
a21boi_0 27, nor4_1 26, a31oi_1 24, o22ai_1 23
buf_2 22, and3_1 19, o21ai_1 19, or2_2 19
mux2_2 18, and4_1 13, o21bai_1 13, a22o_1 12
[stage by stage]
| stage | hold WS (ps) | setup TNS (ps) | utilization (%) | setup WS [ps] | area [µm²] |
|---|---|---|---|---|---|
| 3_3_place_gp | 1920 | -122 | 42.9 | -40.6 | 44400 |
| 5_1_grt | 1960 | 0 | 42.9 | 165 | 44500 |
| 6_report | 1900 | 0 | 42.9 | 248 | 44500 |
| 3_5_place_dp | 1910 | -71.3 | 42.9 | -36.9 | 44400 |
| 2_1_floorplan | 1150 | 0 | - | 804 | 41900 |
| 4_1_cts | 1920 | 0 | 42.9 | 3.49 | 44400 |
[worst max path at each step]
stage / from / end / slack, ps / cells after the start
6_report: opcode[3] / op[20] / 250 / 6
4_1_cts: opcode[4] / op[11] / 3 / 6
5_1_grt: opcode[3] / op[5] / 170 / 6
[power groups by stage]
stage         combinational, mW  sequential (mW)  clock (mW)
global route               75.8            0.884           0
CTS                        69.1            0.894           0
[tightest hold or removal path, delay by kind of cell]
family	cells	cell delay (ps)
buffers and inverters	3	680
AOI/OAI and AO/OA	1	60
and+or+nand+nor	1	80
[cells by family after synthesis]
group	Yosys count	synth area share, %
simple gates	1753	19.2
buf+inv	1105	10.0
compound gates	1083	16.3
fa+ha+maj	1076	41.9
xor+xnor	143	3.09
mux	127	3.17
flops	111	6.20
other cells	2	0.0180
[cells in the mapped netlist (all sizes together), types with 26 or more instances]
master  instances
inv           809
nand2         783
fa            542
ha            534
nor2          373
o21ai         306
a21oi         299
clkbuf        256
and2          222
mux2i         106
xnor2          99
dfxtp          74
nor3           73
a21o           57
a22oi          55
nand3          53
o21a           47
xor2           43
nand4          41
o31ai          40
buf            37
edfxtp         37
or3            36
nand2b         33
a211oi         32
o211ai         32
nor2b          29
a21boi         27
nor4           26
[what timing repair did]
| item | 4_1_cts | 5_1_grt |
|---|---|---|
| gates resized | 5 | 9 |
| gates cloned | 0 | 3 |
| pin swaps | 0 | 1 |
| endpoints found under the hold margin | 0 | 0 |
| setup endpoints to repair | 5 | 30 |
[per-layer routing]
| metal | up-vias | GRT usage [%] |
|---|---|---|
| met3 | 277 | 11.3 |
| met5 | - | 0.498 |
| li1 | 17577 | - |
| met2 | 1829 | 44.6 |
| met4 | 12 | 8.99 |
| met1 | 18112 | 42.7 |
No activity file was given, so power comes from the tool's default toggle rates.
